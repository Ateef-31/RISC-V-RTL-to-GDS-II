==> flow/design.v <==
module risc_processor (
    input clk,
    input reset,
    output reg [7:0] result
    );
    parameter ADD = 4'b0000;  
    parameter SUB = 4'b0001;  
    parameter AND = 4'b0010;  
    parameter OR  = 4'b0011;  
    parameter LD  = 4'b0100;  
    parameter ST  = 4'b0101;  
    reg [7:0] reg_file [0:3];  
    reg [7:0] memory [0:15];   
    reg [7:0] pc;              
    reg [7:0] ir;              
    reg [7:0] alu_out;         
    reg [1:0] state;
    parameter FETCH = 2'b00, DECODE = 2'b01, EXECUTE = 2'b10, WRITE_BACK = 2'b11;
    reg [7:0] instr_mem [0:15];
    initial begin
        instr_mem[0] = {ADD, 2'b00, 2'b10, 2'b01};  
        instr_mem[1] = {SUB, 2'b01, 2'b00, 2'b11};  
        instr_mem[2] = {AND, 2'b01, 2'b11, 2'b10};  
        instr_mem[3] = {OR,  2'b10, 2'b01, 2'b00};  
        instr_mem[4] = {LD,  2'b00, 2'b00, 2'b01};  
        instr_mem[5] = {ST,  2'b11, 2'b00, 2'b10};  
    end
    wire [3:0] opcode = ir[7:4];
    wire [1:0] rs = ir[3:2];
    wire [1:0] rt = ir[1:0];
    wire [1:0] rd = (opcode == LD) ? rt : rs;
    always @(posedge clk or posedge reset) begin
        if (reset) begin
            pc <= 0;
            state <= FETCH;
            result <= 0;
            reg_file[0] <= 8'h05;  
            reg_file[1] <= 8'h00;  
            reg_file[2] <= 8'h03;  
            reg_file[3] <= 8'h00;  
            memory[5] <= 8'h0A;    
        end else begin
            case (state)
                FETCH: begin
                    ir <= instr_mem[pc];
                    pc <= pc + 1;
                    state <= DECODE;
                end
                DECODE: begin
                    state <= EXECUTE;
                end
                EXECUTE: begin
                    case (opcode)
                        ADD: alu_out <= reg_file[rs] + reg_file[rt];
                        SUB: alu_out <= reg_file[rs] - reg_file[rt];
                        AND: alu_out <= reg_file[rs] & reg_file[rt];
                        OR:  alu_out <= reg_file[rs] | reg_file[rt];
                        LD:  alu_out <= memory[reg_file[rs]];
                        ST:  memory[reg_file[rt]] <= reg_file[rs];
                        default: alu_out <= 0;
                    endcase
                    state <= WRITE_BACK;
                end
                WRITE_BACK: begin
                    if (opcode != ST)
                        reg_file[rd] <= alu_out;
                    result <= alu_out;
                    state <= FETCH;
                end
            endcase
        end
    end
endmodule
==> flow/run.sh <==
#!/bin/bash
# OpenROAD 26Q1-2900-gdf79404cd8, Yosys 0.63+post, stock flow scripts
make -C /OpenROAD-flow-scripts/flow DESIGN_CONFIG=/design/flow/config.mk WORK_HOME=/design/flow/orfs finish
==> flow/config.mk <==
export PLATFORM = sky130hd
export DESIGN_NAME = risc_processor
export DESIGN_NICKNAME = risc_processor
export VERILOG_FILES = /design/flow/design.v
export SDC_FILE = /design/flow/constraint.sdc
export NUM_CORES = 4
export LEC_CHECK = 1
export CORE_UTILIZATION = 50
==> flow/constraint.sdc <==
current_design risc_processor

set clk_period 5.4
set clk_io_pct 0.2

create_clock -name clk0 -period $clk_period [get_ports {clk}]

set non_clock_inputs [all_inputs -no_clocks]
set_input_delay [expr $clk_period * $clk_io_pct] -clock clk0 $non_clock_inputs
set_output_delay [expr $clk_period * $clk_io_pct] -clock clk0 [all_outputs]
==> run_results.csv <==
group,metric,value,unit
status,status,"completed",
worst_setup_path,worstPathRequired,5560,ps
cells_and_area,regArea,5410,um2
worst_setup_path,reg2reg_to,"alu_out[6]",
die,design.core.area,16700,um2
synthesis,synth-warning-count,3,
worst_setup_path,endpoint,"alu_out[6]",
worst_setup_path,cpMostUsedCell,"inv_1",
die,pin_count,10,
synthesis,synthCells,592,
power_and_ir_drop,leakagePower,3.73,nW
timing,setup_viol,0,
power_and_ir_drop,netSwitchingPower,0.000530,W
clock_tree,root_buffer,"clkbuf_16",
grt,grt_pass1_wl,31500,um
worst_setup_path,cp_cell_sequence,"mux4_2 > inv_1 > ha_1 > inv_1 > fa_1 > a211oi_1 > o21bai_1 > a21oi_1 > xnor2_1 > a22oi_1 > o21ai_0",
worst_setup_path,crit_start,"ir[3]",
worst_setup_path,critPathMaxStageDelay,710,ps
worst_setup_path,end_kind,"flop",
detailed_routing,routedWlPerCell,23.8,um
timing,skew,6.40,ps
synthesis,synthArstFlopShare,0.291,
detailed_routing,avgViaCountPerCell,6.17,
placed_design,placed_area,9030,um2
synthesis,ys_cells,592,
worst_setup_path,cp.arrival,3790,ps
cells_and_area,layout.cells.most_common,"edfxtp_1",
die,die_y,133,um
synthesis,ys_ff,189,
synthesis,avgSynthCellArea,14.5,um2
timing,timing_worst_slew_pin_value,879,ps
cells_and_area,n_fill_cell,1320,
detailed_routing,totalWireLength,20300,um
clock_tree,clock_sinks,189,
die,rows,47,
grt,grt_usage,0.265,
power_and_ir_drop,p_int,0.00217,W
job,cap_violations,0,
grt,grt_pass1_vias,5349,
worst_setup_path,slowest_stage,"edfxtp_1",
detailed_routing,drt-initial-drc-count,386,
worst_hold_path,hold_class,"flop to flop",
detailed_routing,diodes,0,
timing,timing.fmax,275,MHz
timing,report.final.slew_viol_count,0,
power_and_ir_drop,pwr-share-seq,0.570,
cells_and_area,syn2layout_area_growth,11.4,%
timing,post-route-period-util,0.673,
detailed_routing,antenna_left,0,
cells_and_area,logic_area,2990,um2
worst_setup_path,crit_fanout,12,
grt,antenna_found_initial,0,
power_and_ir_drop,swShare,0.196,
job,tool_warnings,30,
clock_tree,cts.path.max_buffers,2,
timing,grt_setup_unrepaired,"false",
clock_tree,numCtsBuffers,17,
timing,finalHoldViolations,0,
clock_tree,clk_latency,420,ps
worst_setup_path,critical_path_class,"flop to flop",
timing,max-slew-margin-rel,0.412,
synthesis,ys_seq_frac,0.630,
worst_setup_path,startpoint_type,"flop",
power_and_ir_drop,p_comb_frac,0.004,
placed_design,portBuffers,9,
clock_tree,cts_tree,"yes",
synthesis,yosys-stat-area,8580,um2
detailed_routing,drc,0,
cells_and_area,fin_cells,850,
die,initial_utilization,0.514,
synthesis,netlist_area,8580,um2
cells_and_area,fin_area,9560,um2
detailed_routing,num_vias,5248,
worst_setup_path,reg2reg_depth,11,
timing,fin_crit,3640,ps
placed_design,hpwl,13500,um
clock_tree,cts_setup_buffers,0,
worst_setup_path,r2r_slack,1760,ps
synthesis,edf_count,134,
power_and_ir_drop,power,0.00270,W
grt,grt-ovfl-total,0,
power_and_ir_drop,irDropWorstVdd,0.227,mV
clock_tree,cts.reportedPaths.clkPinSlew,70,ps
grt,grt_max_degree,65,
cells_and_area,lay_top_cells,"edfxtp_1, mux2_2, dfrtp_1",
die,chipArea,17700,um2
placed_design,routabilityCongestion,0.915,
worst_setup_path,r2r_start,"ir[3]",
die,die_x,133,um
synthesis,ff_type,"edfxtp_1",
detailed_routing,dr.pass1.iters,7,
cells_and_area,layout-drive-gt1-share,0.227,
timing,tns,0,ps
clock_tree,hold_buffers,0,
clock_tree,htreeDepth,4,
power_and_ir_drop,clockPowerShare,0.426,
synthesis,ys_types,66,
placed_design,dp_cells,818,
clock_tree,ctsResizeCount,0,
power_and_ir_drop,powerDensity,282,nW/um2
cell usage after synthesis, types with 7 or more instances:
cell,instances,area (um2)
a21oi_1,20,100
mux2_2,56,631
xnor2_1,11,96.3
edfxtp_1,134,4020
dfrtp_1,48,1200
ha_1,14,175
dfstp_2,7,184
nor2b_1,13,81.3
clkbuf_1,20,75.1
maj3_1,7,70.1
nor2_1,32,120
nand2_1,24,90.1
o21ai_0,21,105
a22oi_1,13,97.6
mux4_2,16,360
inv_1,14,52.6
mux2i_1,18,180
cells by family after synthesis:
family,Yosys count,synth area share
xor+xnor,14,0.0143
simple gates,113,0.0671
buf+inv,45,0.0211
compound gates,118,0.0969
flops,189,0.630
mux,91,0.140
fa+ha+maj,22,0.0309
worst min path at each step:
stage / startpoint / to / cells after the start
5_1_grt: state[2] / state[1] / 0
6_report: state[2] / state[1] / 0
4_1_cts: state[2] / state[1] / 0
registers in the layout, indices dropped and copies added, names as in the netlist:
signal / flops
result: 8
ir: 6
reg_file: 32
pc: 3
state: 4
alu_out: 8
memory: 128
area by class of cell:
type                       count  area share
timing repair buffer          37      0.0314
tap                          220      0.0288
multi-input combinational    358       0.313
clock buffer                  23      0.0501
sequential                   189       0.566
inverter                      14     0.00549
clock inverter                 9     0.00615
stage by stage:
stage	util	hold WS [ps]	setup slack (ps)
3_3_place_gp	0.540	334	1810
6_report	0.573	355	1760
5_1_grt	0.573	361	1480
2_1_floorplan	-	331	1930
3_5_place_dp	0.540	335	1760
4_1_cts	0.573	352	1750
layer usage:
metal  track usage  up-vias  share of wire
li1              -     2349              -
met1         0.398     2652           0.39
met2         0.395      219           0.49
met3         0.111       28          0.089
met4        0.0587        0          0.028
met5             0        -              0
worst max-delay path: cells and delay by family, from the launching register on:
| kind | cells | cell delay [ps] |
|---|---|---|
| compound gates | 5 | 830 |
| xor+xnor | 1 | 80 |
| fa+ha+maj | 2 | 720 |
| buf+inv | 2 | 450 |
| flops | 1 | 710 |
| mux | 1 | 590 |
power by group through the flow:
stage	logic (W)	registers [W]	clock network, W
4_1_cts	0.0000109	0.00154	0.00117
5_1_grt	0.0000124	0.00154	0.00123
6_report	0.0000100	0.00154	0.00115
Power figures rest on the tool's default switching activity, not on a simulated workload.
